## design.v

```verilog
`timescale 1ns / 1ns
module COMP #(parameter DATAWIDTH = 8)(a, b, gt, lt, eq);
    input [DATAWIDTH -1:0] a;
    input [DATAWIDTH -1:0] b;
    output reg gt, lt, eq;
    always @(a,b) begin
        gt <= 0;
        lt <= 0;
        eq <= 0;
        if (a > b)
            gt <= 1;
        else if (a < b)
            lt <= 1;
        else
            eq <= 1;
    end
endmodule
`timescale 1ns / 1ps
module DIV #(parameter DATAWIDTH = 8)(a, b, quot);
    input [DATAWIDTH -1:0] a;
    input [DATAWIDTH -1:0] b;
    output reg [DATAWIDTH-1:0] quot;
    always @(a,b) begin
        quot <= a / b;
    end
endmodule
`timescale 1ns / 1ps
module MOD #(parameter DATAWIDTH = 8)(a, b, rem);
    input [DATAWIDTH -1:0] a;
    input [DATAWIDTH -1:0] b;
    output reg [DATAWIDTH-1:0] rem;
    always @(a,b) begin
        rem <= a % b;
    end
endmodule
`timescale 1ns / 1ns
module MUX2x1 #(parameter DATAWIDTH = 8)(a, b, sel, d);
    input [DATAWIDTH -1:0] a;
    input [DATAWIDTH -1:0] b;
    input sel;
    output reg [DATAWIDTH -1:0] d;
    always @(a,b, sel) begin
        if (sel == 1)
            d <= b;
        else
            d <= a;
    end
endmodule
`timescale 1ns / 1ns
module REG #(parameter DATAWIDTH = 8)(d, Clk, Rst, q);
    input [DATAWIDTH-1:0] d;
    input Clk, Rst;
    output reg [DATAWIDTH-1:0] q;
    always @(posedge Clk) begin
        if (Rst == 1)
            q <= 0;
        else 
            q <= d;
        end       
endmodule
`timescale 1ns / 1ps
module circuit5( a, b, c, d, zero, Clk, Rst, z);
    input [63:0] a, b, c, d, zero;
    input Clk, Rst;
    output [63:0] z;
    wire [63:0] e, f, g, zwire;
    wire gEQz;
    wire dum1, dum2;
    DIV #(.DATAWIDTH(64)) div1 (a, b, e);
    DIV #(.DATAWIDTH(64)) div2 (c, d, f);
    MOD #(.DATAWIDTH(64)) mod1 (a, b, g);
    COMP #(.DATAWIDTH(64)) comp1 (g, zero, dum1, dum2, gEQz);
    MUX2x1 #(.DATAWIDTH(64)) mux2x1_1 (f, e, gEQz, zwire);
    REG #(.DATAWIDTH(64)) regz (zwire, Clk, Rst, z);
endmodule
```

## run.sh

```bash
#!/bin/bash
# OpenROAD 26Q1-2900-gdf79404cd8, Yosys 0.63+post, stock flow scripts
make -C /OpenROAD-flow-scripts/flow DESIGN_CONFIG=/design/flow/config.mk WORK_HOME=/design/flow/orfs finish
```

## config.mk

```make
export PLATFORM = sky130hd
export DESIGN_NAME = circuit5
export DESIGN_NICKNAME = circuit5
export VERILOG_FILES = /design/flow/design.v
export SDC_FILE = /design/flow/constraint.sdc
export NUM_CORES = 4
export LEC_CHECK = 1
export CORE_UTILIZATION = 40
```

## constraint.sdc

```tcl
current_design circuit5

set clk_period 2827.8
set clk_io_pct 0.2

create_clock -name clk0 -period $clk_period [get_ports {Clk}]

set non_clock_inputs [all_inputs -no_clocks]
set_input_delay [expr $clk_period * $clk_io_pct] -clock clk0 $non_clock_inputs
set_output_delay [expr $clk_period * $clk_io_pct] -clock clk0 [all_outputs]
```

==> results.toml <==
# flow metrics
[status]
status = "finished with violations"
violations = "max-capacitance violations, max-slew violations"

[worst_setup_path]
max_stage_delay_ns = 1.29
crit_buf_inv = 224
crit_fanout = 56
crit_top_cell = "a21oi_1"
end_kind = "flop"
crit_slowest_cell = "nor3_1"
cp.arrival_ns = 1053.23
critPathLaunchType = "input port"
cp-startpoint = "b[36]"
crit_type = "input port to flop"
critPathTopFamily = "AND-OR/OR-AND gates"
crit_required_ns = 2828.30

[final_timing]
rsz0062_at_grt = "false"
period_needed_ns = 1052.73
holdWs_ns = 565.56
tightestPinTransition_ns = 1.66
slew_violations = 30
maxSlewHeadroom_pct = -11.8
max_freq_ghz = 0.000950
final.setup.tns_ns = 0
setup_violations = 0
fin_crit_sh_pct = 37.2
hold_violations = 0
layout_setup_ws_ns = 1775.07

[global_routing]
grt_first_pass_wirelength_microns = 2210000
grt_max_degree = 63
track_usage_pct = 52.2
grt.overflow.total = 0
grt_pass1_vias = 281000
grt_antenna_before_repair = 216

[floorplanning]
die_h_microns = 779
die_w_microns = 779
dieArea_sq_um = 607000
core.rowCount = 285
ioPinCount = 386
fp_util_pct = 40.1
core_sq_um = 602000

[synth]
top_area_share_pct = 21.9
most_common_cell = "nand2_1"
ys_seq_share_pct = 0.531
ff_type = "dfxtp_1"
yosys_warnings = 5
edf_count = 0
synth-async-reset-ratio_pct = 0
common_cells = "nand2_1, ha_1, nor2_1"
synth.cell_area_sq_um = 241000
ys_types = 121
top_cells_by_area = "ha_1, a21oi_1, xnor2_1, nand2_1, nor2_1"
syn_avg_cell_area_sq_um = 6.59
ys_ff = 64
synth-area-yosys_sq_um = 241000
synth_cells = 36700
yosysTopAreaCell = "ha_1"
yosysCellCount = 36700

[job]
warnings = 28
cap_viol_max_count = 9

[power]
p_leak_nw = 123
power.share.sequential_pct = 1.3
ir_drop_mv = 0.000398
internal-power_w = 0.0000263
powerDensity_nw_per_um2 = 0.269
switchingPower_w = 0.0000448
p_sw_share_pct = 62.9
comb_power_share_pct = 95.9
clock_power_share_pct = 2.8

[drt]
vias_per_cell = 6.78
drt-initial-drc-count = 37400
vias = 308000
drtPass1Iterations = 8
final_antenna_net_count = 0
wl_per_cell_microns = 35.7
wl_microns = 1620000
drc = 0

[final_layout]
largest_reg_flops = 64
drive_gt1_share_pct = 7.18
postLayoutCellArea_sq_um = 264000
areaGrowthSynthToFinish_pct = 9.36
top_regs = "regz.q: 64 flops"
top_register = "regz.q"

[clock_tree]
cts_hold_buf = 0
cts_resized = 0
htree_num_levels = 3
clock-sinks = 64
clock_path_buffers = 2
cts_buffers = 9
post_cts_buffers = 0
cts.clk_slew.worst_paths_ns = 0.16
cts_tree = "yes"
cts-root-buf = "clkbuf_16"

[hold_path]
hp-start = "Rst"
hp-class = "input port to flop"

[placement]
dpl.hpwl_microns = 1330000
placed_area_sq_um = 263000
pre_cts_slack_ns = 1799.89
port_buffers = 385
gp_congestion = 1.19
[power groups by stage]
stage | Combinational [W] | Sequential [W] | Clock (W)
5_1_grt | 0.0000725 | 0.000000933 | 0.00000197
4_1_cts | 0.0000652 | 0.000000931 | 0.00000194
6_report | 0.0000683 | 0.000000937 | 0.00000196
[placed cells by master (no fill, tap or decap), types with 416 or more instances in the layout]
cell and count:
nand2_1 4241, o21a_1 1013, a21o_1 1662, nand2b_1 416, ha_1 4225, nor3_1 1102, xnor2_1 1854, inv_1 1411
nand3_1 931, o21ai_0 2096, a31oi_1 599, nor2b_1 561, nor2_1 4149, nand4_1 498, buf_4 1341, a21oi_1 3378
xor2_1 1198
[area by class of cell]
class	count	area (sq um)
Antenna cell	213	533
Clock buffer	9	225
Clock inverter	7	105
Fill cell	62100	338000
Inverter	1456	5520
Multi-Input combinational cell	34000	232000
Sequential cell	64	1280
Tap cell	8036	10100
Timing Repair Buffer	1738	14100
[kinds of logic after synthesis]
kind of cell	count (synthesis)	share of synthesized area (%)
compound gates	12200	33.0
xor+xnor	3052	11.1
fa+ha+maj	4226	21.9
buf+inv	2621	4.14
flops	64	0.531
mux	700	3.11
simple gates	13700	26.2
[path summary, 6_finish.rpt]
path	end	cells past startpoint
setup / recovery	regz.q[0]	2301
hold / removal	regz.q[37]	2
[layer usage]
layer,routed length [microns],up-vias,GRT usage (%)
met5,2390,-,2.48
met4,188000,144,47.3
met3,222000,6778,22.7
met2,625000,21200,71.1
met1,586000,143000,61.1
li1,-,137000,-
[through the flow]
step / std cells / util (%) / total power (W)
2_1_floorplan: 36700 / - / 0.0000450
3_3_place_gp: 45300 / 43.7 / 0.0000659
3_5_place_dp: 45300 / 43.7 / 0.0000657
4_1_cts: 45300 / 43.8 / 0.0000680
5_1_grt: 45300 / 43.8 / 0.0000754
6_report: 45500 / 43.9 / 0.0000712
Power figures rest on the tool's default switching activity, not on a simulated workload.

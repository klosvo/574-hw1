$ cat run.sh
#!/bin/bash
# OpenROAD 26Q1-2900-gdf79404cd8, Yosys 0.63+post, stock flow scripts
make -C /OpenROAD-flow-scripts/flow DESIGN_CONFIG=/design/flow/config.mk WORK_HOME=/design/flow/orfs finish
$ cat design.v
`timescale 1ns / 1ns
module ADD #(parameter DATAWIDTH = 8)(a, b, sum);
    input [DATAWIDTH -1:0] a;
    input [DATAWIDTH -1:0] b;
    output reg [DATAWIDTH-1:0] sum;
    always @(a,b) begin
        sum <= a + b;
    end
endmodule
`timescale 1ns / 1ns
module REG #(parameter DATAWIDTH = 8)(d, Clk, Rst, q);
    input [DATAWIDTH-1:0] d;
    input Clk, Rst;
    output reg [DATAWIDTH-1:0] q;
    always @(posedge Clk) begin
        if (Rst == 1)
            q <= 0;
        else 
            q <= d;
        end       
endmodule
`timescale 1ns / 1ns
module SHR #(parameter DATAWIDTH = 8)(a, sh_amt, d);
    input [DATAWIDTH -1:0] a;
    input [DATAWIDTH -1:0] sh_amt;
    output reg [DATAWIDTH -1:0] d;
    always @(a) begin
        d <= a >> sh_amt;
    end
endmodule
`timescale 1ns / 1ps
module circuit3(a, b, c, d, e, f, g, h, sa, Clk, Rst, avg);
    input [15:0] a, b, c, d, e, f, g, h;
    input [7:0] sa;
    input Clk, Rst;
    output [15:0] avg;
    wire [31:0] l00, l01, l02, l03, l10, l11, l2, l2div2, l2div4, l2div8;
    ADD #(.DATAWIDTH(32)) add1({16'b0,a}, {16'b0,b}, l00);
    ADD #(.DATAWIDTH(32)) add2({16'b0,c}, {16'b0,d}, l01);
    ADD #(.DATAWIDTH(32)) add3({16'b0,e}, {16'b0,f}, l02);
    ADD #(.DATAWIDTH(32)) add4({16'b0,g}, {16'b0,h}, l03);
    ADD #(.DATAWIDTH(32)) add5(l00, l01, l10);
    ADD #(.DATAWIDTH(32)) add6(l02, l03, l11);
    ADD #(.DATAWIDTH(32)) add7(l10, l11, l2);
    SHR #(.DATAWIDTH(32)) shr1(l2, {24'b0, sa}, l2div2);
    SHR #(.DATAWIDTH(32)) shr2(l2div2, {24'b0, sa}, l2div4);
    SHR #(.DATAWIDTH(32)) shr3(l2div4, {24'b0, sa}, l2div8);
    REG #(.DATAWIDTH(16)) reg1(l2div8[15:0], Clk, Rst, avg);    
endmodule
$ cat config.mk
export PLATFORM = sky130hd
export DESIGN_NAME = circuit3
export DESIGN_NICKNAME = circuit3
export VERILOG_FILES = /design/flow/design.v
export SDC_FILE = /design/flow/constraint.sdc
export NUM_CORES = 4
export LEC_CHECK = 1
export CORE_UTILIZATION = 40
$ cat constraint.sdc
current_design circuit3

set clk_period 17.9
set clk_io_pct 0.2

create_clock -name clk0 -period $clk_period [get_ports {Clk}]

set non_clock_inputs [all_inputs -no_clocks]
set_input_delay [expr $clk_period * $clk_io_pct] -clock clk0 $non_clock_inputs
set_output_delay [expr $clk_period * $clk_io_pct] -clock clk0 [all_outputs]
==> results_slide.txt <==
Key Metrics from the Run

Global route
  • Vias in the first global route: 6,275
  • GR Util All Layers: 0.2561
  • GR Layer Usage met3: 0.04502
  • Grt met1 use: 0.4069
  • Grt peak-use layer: met1
  • Total grt overflow: 0
  • Initial antenna violation count: 0
  • Largest net degree at the start of global routing: 54
  • Met2 Use GR: 0.3825
  • Global-route wire length before repair: 31.53 mm

Synth
  • Asr flop ratio synth: 0
  • Register area share after synthesis: 0.05215
  • Syn_area_per_cell: 7.374 um2
  • # Cells Yosys: 833
  • Synth Register Bits: 16
  • Cell Area, Synth: 6142 um2
  • Main flop type: dfxtp_1
  • Flip-flops with a built-in enable: 0
  • Synth Instances: 833
  • Synth unique cells: 79
  • Yosys warning total: 3
  • YS chip area: 6142 um2

Timing
  • Fin crit period: 9860 ps
  • Hold Fails Final Rpt: 0
  • Slew headroom: 0.4329
  • RSZ-0062 raised after global routing: false
  • F_max: 0.1014 GHz
  • Setup TNS: 0 ps
  • Hold Slack: 4201 ps
  • Period utilization: 0.5509
  • Endpoints failing setup: 0
  • Worst Max-Slew Pin Slew: 849.7 ps
  • Final Max Slew Viols: 0

CTS
  • Clock slew at reported path FFs: 50 ps
  • Maximum clock insertion buffer count: 2
  • Clock Sinks: 16
  • CTS resizes: 0
  • CTS buffer count: 3
  • CTS root buf: clkbuf_16
  • Cts hold-fix bufs: 0
  • Setup Buffers After CTS: 0
  • H-Tree Depth: 1
  • CTS tree: done

Status
  • Status: completed

Power
  • Pwr/cell area: 164.4 nW/um2
  • Peak VDD IR: 0.1082 mV
  • Leakage: 0.003581 uW
  • Overall power: 1298 uW

Setup path
  • CP max FO: 5
  • CP Capture Point: reg1.q[2]$_SDFF_PP0_
  • Crit path max-delay family: adder cells
  • Worst Path Arrival: 10,000 ps
  • Crit-path max cell delay: 530 ps
  • Crit. Startpoint: d[2]
  • Crit path kind: input pin to register
  • Critical Path, Cell by Cell: clkdlybuf4s50_1 > inv_1 > fa_1 > inv_1 > fa_1 > fa_1 > inv_1 > fa_1 > inv_1 > ha_1 > inv_1 > fa_1 > nor2b_1 > o2111ai_1 > a211oi_1 > o2111ai_1 > and3_1 > a221o_1 > a21oi_1 > nand3_1 > a2111oi_2 > nor3_1 > a311oi_1
  • Worst path depth: 23
  • Slowest cell on the critical path: fa_1
  • Crit path capture type: register
  • Startpoint Class: input pin
  • Required @ worst endpoint: 18,040 ps
  • Buf/Inv on CP: 6

Routing
  • Final ANT Viol Nets: 0
  • Vias per inst: 5.659
  • DR WL/cell: 16.50 um
  • Total detailed-routing wirelength: 18.84 mm
  • Via Count: 6,463
  • Initial DRC count: 483
  • Residual DRC: 0
  • Antenna Cells: 0
  • Drt first pass iters: 6

Cells and area
  • Share of layout cells above drive strength 1: 0.03132
  • Synthesis-to-finish area growth: 28.52%
  • Top reg by flops: reg1.q
  • Largest register FFs: 16
  • Finished Cell Area: 7894 um2
  • Top flop regs: reg1.q x16

Hold path
  • Hold Crit Class: input pin to register
  • Hold wc startpoint: Rst

Floorplan
  • Initial Util: 0.4163
  • Die height: 125.9 um
  • I/O Pins: 154
  • CORE AREA: 14,750 um2
  • Site row count: 44
  • Die W: 125.9 um
  • Die Area: 15,850 um2

Place
  • Post-DP HPWL: 15.54 mm
  • Placed Instance Area: 7805 um2
  • PortBufs: 153
  • Gpl congestion: 0.9829

Job
  • Max-capacitance violation count: 0
  • Tool warnings: 25
cells by family (layout without fill, tap and decap cells):
| kind of cell | after synthesis | count (layout) | synth area share |
|---|---|---|---|
| compound gates | 217 | 217 | 0.2491 |
| xor+xnor | 4 | 4 | 0.006928 |
| fa+ha+maj | 114 | 114 | 0.3483 |
| buf+inv | 240 | 365 | 0.1481 |
| flops | 16 | 16 | 0.05215 |
| mux | 8 | 8 | 0.01324 |
| simple gates | 234 | 234 | 0.1821 |
cell usage after synthesis (6+ instances only):
cell type | instances | area share
mux2i_1 | 7 | 0.011
ha_1 | 19 | 0.039
o211ai_1 | 9 | 0.011
nor3_1 | 29 | 0.024
o21ai_1 | 8 | 0.0065
dfxtp_1 | 16 | 0.052
and3_1 | 13 | 0.013
nand4_1 | 10 | 0.010
a21oi_1 | 47 | 0.038
a221oi_1 | 7 | 0.010
fa_1 | 95 | 0.31
o21ai_0 | 28 | 0.023
clkbuf_1 | 32 | 0.020
nor2_1 | 52 | 0.032
o2111ai_1 | 7 | 0.010
a211oi_1 | 6 | 0.0073
or3_1 | 8 | 0.0081
nand3_1 | 25 | 0.020
a21o_1 | 7 | 0.0086
or2_2 | 6 | 0.0061
inv_1 | 199 | 0.12
a31oi_1 | 21 | 0.021
nand2_1 | 64 | 0.039
nand2b_1 | 6 | 0.0061
through the flow:
step / setup WS [ps] / instances / utilization
after detailed placement: 7799 / 1138 / 0.5290
after floorplan: 9101 / 833 / -
final: 8040 / 1142 / 0.5350
after global routing: 7663 / 1142 / 0.5350
after CTS: 8050 / 1142 / 0.5350
after global placement: 7883 / 1138 / 0.5290
per-layer routing:
metal,vias up,wire length [um],part of all wire
li1,3057,-,-
met1,3025,8546,0.45
met2,349,8031,0.43
met3,32,1935,0.10
met4,0,326,0.017
met5,-,0,0
report_power, final:
part / total, uW / switching [uW] / internal (uW) / leakage (uW)
clock network: 48.1 / 14.2 / 34.0 / 0.0000442
registers: 35.9 / 0.0387 / 35.8 / 0.000129
logic: 1210 / 758 / 456 / 0.00341
total: 1300 / 772 / 526 / 0.00358
worst min path at each step:
stage	to	slack, ps	cells after the start
CTS	reg1.q[4]$_SDFF_PP0_	4200	5
global route	reg1.q[4]$_SDFF_PP0_	4240	5
finish	reg1.q[4]$_SDFF_PP0_	4200	5
layout make-up:
type / count / area (um2)
repair buffers: 161 / 1592
inverters: 200 / 750.7
multi-input cells: 577 / 4912
flip-flops and latches: 16 / 320.3
clock buffers: 4 / 88.84
well taps: 184 / 230.2
fillers: 1382 / 6860
cells in the final DEF, fill, tap and decap left out, types with 7 or more instances in the layout:
master and n:
a21oi_1 47, ha_1 19, clkdlybuf4s50_1 153, nand2_1 64, inv_1 199, o21ai_0 28, o211ai_1 9, or3_1 8
a221oi_1 7, dfxtp_1 16, nand3_1 25, nor3_1 29, a31oi_1 21, and3_1 13, o2111ai_1 7, mux2i_1 7
fa_1 95, nor2_1 52, o21ai_1 8, a21o_1 7, buf_4 8, nand4_1 10
Power and IR drop assume default switching activity.

==> ./design.v <==
`timescale 1ns / 1ns
module ADD #(parameter DATAWIDTH = 8)(a, b, sum);
    input [DATAWIDTH -1:0] a;
    input [DATAWIDTH -1:0] b;
    output reg [DATAWIDTH-1:0] sum;
    always @(a,b) begin
        sum <= a + b;
    end
endmodule
`timescale 1ns / 1ns
module COMP #(parameter DATAWIDTH = 8)(a, b, gt, lt, eq);
    input [DATAWIDTH -1:0] a;
    input [DATAWIDTH -1:0] b;
    output reg gt, lt, eq;
    always @(a,b) begin
        gt <= 0;
        lt <= 0;
        eq <= 0;
        if (a > b)
            gt <= 1;
        else if (a < b)
            lt <= 1;
        else
            eq <= 1;
    end
endmodule
`timescale 1ns / 1ns
module MUX2x1 #(parameter DATAWIDTH = 8)(a, b, sel, d);
    input [DATAWIDTH -1:0] a;
    input [DATAWIDTH -1:0] b;
    input sel;
    output reg [DATAWIDTH -1:0] d;
    always @(a,b, sel) begin
        if (sel == 1)
            d <= b;
        else
            d <= a;
    end
endmodule
`timescale 1ns / 1ns
module REG #(parameter DATAWIDTH = 8)(d, Clk, Rst, q);
    input [DATAWIDTH-1:0] d;
    input Clk, Rst;
    output reg [DATAWIDTH-1:0] q;
    always @(posedge Clk) begin
        if (Rst == 1)
            q <= 0;
        else 
            q <= d;
        end       
endmodule
`timescale 1ns / 1ns
module SHL #(parameter DATAWIDTH = 8)(a, sh_amt, d);
    input [DATAWIDTH -1:0] a;
    input [DATAWIDTH -1:0] sh_amt;
    output reg [DATAWIDTH -1:0] d;
    always @(a) begin
        d <= a << sh_amt;
    end
endmodule
`timescale 1ns / 1ns
module SHR #(parameter DATAWIDTH = 8)(a, sh_amt, d);
    input [DATAWIDTH -1:0] a;
    input [DATAWIDTH -1:0] sh_amt;
    output reg [DATAWIDTH -1:0] d;
    always @(a) begin
        d <= a >> sh_amt;
    end
endmodule
`timescale 1ns / 1ns
module SUB #(parameter DATAWIDTH = 8)(a, b, diff);
    input [DATAWIDTH -1:0] a;
    input [DATAWIDTH -1:0] b;
    output reg [DATAWIDTH-1:0] diff;
    always @(a,b) begin
        diff <= a - b;
    end
endmodule
`timescale 1ns / 1ps
module circuit4( a, b, c, Clk, Rst, z, x );
    input [63:0] a, b, c;
    input Clk, Rst;
    output [31:0] z, x;
    wire [63:0] d, e, f, g, h; 
    wire dLTe, dEQe, dGTe; 
    wire [63:0] xrin, zrin, gwire, hwire;
    wire d1, d2, d3, d4;
    ADD #(.DATAWIDTH(64)) add_1 (a,b,d);
    ADD #(.DATAWIDTH(64)) add_2 (a,c,e);
    SUB #(.DATAWIDTH(64)) sub_1 (a,b,f);
    COMP #(.DATAWIDTH(64)) comp_1 (d,e,d1,d2,dEQe);
    COMP #(.DATAWIDTH(64)) comp_2 (d,e,d3,dLTe,d4);
    MUX2x1 #(.DATAWIDTH(64)) mux_1 (e,d,dLTe,g);
    MUX2x1 #(.DATAWIDTH(64)) mux_2 (f,g,dEQe,h);
    REG #(.DATAWIDTH(64)) greg (g,Clk,Rst,gwire);
    REG #(.DATAWIDTH(64)) hreg (h,Clk,Rst,hwire);
    SHL #(.DATAWIDTH(64)) shl_1 (hwire, {63'b0,dLTe}, xrin);
    SHR #(.DATAWIDTH(64)) shr_1 (gwire, {63'b0,dEQe}, zrin);
    REG #(.DATAWIDTH(32)) xreg (xrin[31:0],Clk,Rst,x);
    REG #(.DATAWIDTH(32)) zreg (zrin[31:0],Clk,Rst,z);
endmodule
==> ./run.sh <==
#!/bin/bash
# OpenROAD 26Q1-2900-gdf79404cd8, Yosys 0.63+post, stock flow scripts
make -C /OpenROAD-flow-scripts/flow DESIGN_CONFIG=/design/flow/config.mk WORK_HOME=/design/flow/orfs finish
==> ./config.mk <==
export PLATFORM = sky130hd
export DESIGN_NAME = circuit4
export DESIGN_NICKNAME = circuit4
export VERILOG_FILES = /design/flow/design.v
export SDC_FILE = /design/flow/constraint.sdc
export NUM_CORES = 4
export LEC_CHECK = 1
export CORE_UTILIZATION = 40
==> ./constraint.sdc <==
current_design circuit4

set clk_period 24.4
set clk_io_pct 0.2

create_clock -name clk0 -period $clk_period [get_ports {Clk}]

set non_clock_inputs [all_inputs -no_clocks]
set_input_delay [expr $clk_period * $clk_io_pct] -clock clk0 $non_clock_inputs
set_output_delay [expr $clk_period * $clk_io_pct] -clock clk0 [all_outputs]
==> summary.txt <==
fresh numbers from the pnr run: headroom to the max-slew limit=30.2%, number of buffers created by CTS=25, count of clock tree sinks=129, total instance count after detailed placement=2623, fp util=40.8%, cell area after placement=0.0178 mm^2, wire length of the first global-routing pass=81.6 mm, number of DRC violations after detailed routing=0, max frequency=77.4 MHz, P_leak=0.00822 uW, most common library cell in the layout ignoring fill and taps=sky130_fd_sc_hd__clkdlybuf4s50_1, CP delay by family, top=simple AND/OR/NAND/NOR gates, peak supply drop=0.0000445 V, mean instance size in the synthesized netlist=7.54 um^2, number of gates given a new drive strength after cts=0, final critical delay including setup and external delays=12920 ps, maximum buffer depth of the clock tree=3, row count=70, Critical Path Sink Type=register, Switch Pwr=430 uW, library cell contributing the largest single delay on the critical path=sky130_fd_sc_hd__nor4_1, count of max-cap constraint violations=0, part of the total power dissipated in the clock network=25.2%, tool warnings=56, most frequent cells in the layout=sky130_fd_sc_hd__clkdlybuf4s50_1, sky130_fd_sc_hd__a21oi_1, sky130_fd_sc_hd__ha_1, synthesis-stage register bit count=129, PwrDens=61.8 mW/mm^2, run status=complete, no violations, cell count listed in synth_stat.txt=1984, Chip Height=195 um, arrival time reported for the critical path endpoint=13280 ps, proportion of register bits with asynchronous set or reset after synthesis=0%, HPWL reported at the end of detailed placement=45.9 mm, area grow syn2layout=23.6%, yosys stat area=0.0150 mm^2, netlist area before placement=0.0150 mm^2, initial antenna violation count=2, number of pins with negative max-slew slack in the final report=0, number of buffer and inverter instances along the worst setup path=4, clock tree from TritonCTS=yes, uppermost layer routed=met5, delay of the slowest cell on the worst path=950 ps, Post-CTS Setup Bufs=0, clock input transition at the sequential cells of the worst setup and hold paths=50 ps, per-cell via count in the routed design=5.63, H-tree depth=4, proportion of total power due to net switching=37.6%, width of the chip=195 um, worst-case setup margin in the final layout=11480 ps, Clock Root Buffer=sky130_fd_sc_hd__clkbuf_16, required time of the critical path=24770 ps, routability congestion estimate=0.974, clock insertion delay at the later pin of the skew report=450 ps, post-placement worst setup slack=10970 ps, post-synth tally of flip-flops with integrated enable=0, cell internal power dissipation=712 uW, average detailed-routed wire length per instance=20.2 um, sum of routed wire length over all layers=53.7 mm, type of origin of the critical path=primary input, sequential group share of total power=23.5%, part of the power in combinational logic=51.3%, placeable core region=0.0367 mm^2, top cells, area=sky130_fd_sc_hd__ha_1, sky130_fd_sc_hd__dfxtp_1, sky130_fd_sc_hd__a21oi_1, TNS Setup=0 ps, Setup-failing EPs final=0, cell count after synthesis=1984, ratio of cells with drive above 1 in the final layout=3.66%, num ports=258, total routing resource utilization after global routing=28.3%, wire length on met3=2.63 mm, Dominant cell area share=18.5%, Starting DRT DRC Count=965, count of non-filler cells in the finished layout=2657, area of the die=0.0382 mm^2, kind of path behind the tightest hold check=reg -> reg, via count=15.0k, cell seen most often among critical-path stages=sky130_fd_sc_hd__o21ai_1, RSZ-0062 raised after global routing=false, number of port buffers=257, Seq/Total Area, Yosys=17.3%, Filler Cells Inserted=3549, slew at the pin closest to its max-slew limit=1040 ps, number of library cell types mapped by synthesis=88, post-synthesis cell type with the largest combined area=sky130_fd_sc_hd__ha_1, Worst Path Max Fanout=62, Detailed Routing Iterations Pass 1=5, worst hold-check slack=430 ps, Dominant Register Cell=sky130_fd_sc_hd__dfxtp_1, final instance area=0.0185 mm^2, final worst-path cycle share=52.9%, Yosys warnings=8, routed metal-1 wire length=24.2 mm, maximum number of pins on one net before global-route repair=72, via count of the first global-routing pass=14.4k, met2 WL=24.2 mm, WS Path Type=in -> reg, antenna-violating nets left=0, number of buffers inserted for hold repair after clock tree synthesis=0, Setup Skew=12.2 ps, gr ovfl total=0, Fin. Hold Viols=0
[layer usage]
| layer | vias up | GRT usage (%) |
|---|---|---|
| li1 | 7492 | - |
| met1 | 6866 | 39.1 |
| met2 | 488 | 44.9 |
| met3 | 121 | 3.44 |
| met4 | 2 | 12.2 |
| met5 | - | 0 |
[synth_stat cells (all sizes together), types with 4 or more instances]
master,count
xnor2,101
nor2,197
and2,10
a31o,4
o21a,19
nand4,41
nand2b,20
o21bai,44
or2,4
a31oi,19
dfxtp,129
clkbuf,61
o31ai,17
mux2i,53
mux2,5
inv,110
o221ai,7
nor3,27
or3,9
a21oi,239
a211o,4
nor2b,34
a41oi,9
nand3,34
nand2,183
a221o,4
buf,33
o41ai,5
o2111ai,4
a211oi,21
a2111oi,4
o311ai,4
ha,221
nor4,11
xor2,46
and3,15
a21o,94
o21ai,84
a221oi,11
o211ai,8
[per-stage QoR]
step	total power [uW]	util, %
after detailed placement	854	48.5
final	1140	50.4
after global placement	855	48.5
after floorplan	653	-
after CTS	1150	50.4
after global routing	1220	50.4
[power groups by stage]
stage	Combinational (uW)	Sequential [uW]	Clock, uW
after global routing	648	273	304
after CTS	585	269	293
final	586	268	288
[logic make-up (layout without fill, tap and decap cells)]
family	after synthesis	after routing	share of synthesized area (%)
AND/OR/NAND/NOR	599	599	18.5
AND-OR/OR-AND	622	622	27.3
flip-flops	129	129	17.3
other	0	1	0
XOR/XNOR	147	147	8.60
adder cells (fa/ha/maj)	224	224	18.9
multiplexers	58	58	3.92
buffers and inverters	205	409	5.48
[tightest hold or removal path, delay by kind of cell, from the launching register on]
family / cells / cell delay [ps]
flops: 1 / 290
compound gates: 1 / 50
simple gates: 1 / 50
[state kept, by name, indices dropped and copies added (netlist names)]
| name | count |
|---|---|
| xreg.q | 32 |
| hreg.q | 32 |
| greg.q | 33 |
| zreg.q | 32 |
[area by class of cell]
cell class              count  area, um^2  share of cell area (%)
flip-flops and latches    129        2580                    14.0
diodes                      1        2.50                  0.0135
clock buffers              28         657                    3.55
well taps                 468         586                    3.17
inverters                 111         417                    2.25
repair buffers            265        2630                    14.2
multi-input cells        1650       11600                    62.6
clock inverters             5        50.0                   0.271
[path summary, 6_finish.rpt]
kind	startpoint	endpoint	slack, ps	depth (start not counted)
setup / recovery	a[1]	hreg.q[1]	11480	25
hold / removal	greg.q[32]	zreg.q[31]	430	2
setup reg to reg	hreg.q[9]	xreg.q[10]	23710	2
hold reg to reg	greg.q[32]	zreg.q[31]	430	2
Power is estimated from default activity; no workload was simulated.
